===== flow/run.sh =====
#!/bin/bash
# OpenROAD 26Q1-2900-gdf79404cd8, Yosys 0.63+post, stock flow scripts
make -C /OpenROAD-flow-scripts/flow DESIGN_CONFIG=/design/flow/config.mk WORK_HOME=/design/flow/orfs finish

===== flow/config.mk =====
export PLATFORM = sky130hd
export DESIGN_NAME = divisor_de_clock
export DESIGN_NICKNAME = divisor_de_clock
export VERILOG_FILES = /design/flow/design.v
export SDC_FILE = /design/flow/constraint.sdc
export NUM_CORES = 4
export LEC_CHECK = 1
export CORE_AREA = 10 10 113 113
export DIE_AREA = 0 0 123 123

===== flow/constraint.sdc =====
current_design divisor_de_clock

set clk_period 2.0
set clk_io_pct 0.2

create_clock -name clk0 -period $clk_period [get_ports {clk}]

set non_clock_inputs [all_inputs -no_clocks]
set_input_delay [expr $clk_period * $clk_io_pct] -clock clk0 $non_clock_inputs
set_output_delay [expr $clk_period * $clk_io_pct] -clock clk0 [all_outputs]

===== flow/design.v =====
module divisor_de_clock(j,k,clk,saida1, saida2);  
	input k,j,clk;
	output saida1, saida2;
	wire s1,s2,s3,s4,s5,s6,s7,s8,s9,s10,s11,s12,s13,s14,s15,s16,s17,s18,s19,s20,s21,s22,s23,s24,s25,s26,s27,s28;
	ffjk ff1(j,k,clk,s1);
	ffjk ff2(j,k,s1,s2);
	ffjk ff3(j,k,s2,s3);
	ffjk ff4(j,k,s3,s4); 
	ffjk ff5(j,k,s4,s5);
	ffjk ff6(j,k,s5,s6); 
	ffjk ff7(j,k,s6,s7); 	
	ffjk ff8(j,k,s7,s8); 
	ffjk ff9(j,k,s8,s9); 	
	ffjk ff10(j,k,s9,s10); 
	ffjk ff11(j,k,s10,s11); 
	ffjk ff12(j,k,s11,s12); 
	ffjk ff13(j,k,s12,s13); 
	ffjk ff14(j,k,s13,s14); 
	ffjk ff15(j,k,s14,s15); 
	ffjk ff16(j,k,s15,s16); 
	ffjk ff17(j,k,s16,s17); 
	ffjk ff18(j,k,s17,s18); 
	ffjk ff19(j,k,s18,s19); 
	ffjk ff20(j,k,s19,s20); 
	ffjk ff21(j,k,s20,s21); 
	ffjk ff22(j,k,s21,s22); 
	ffjk ff23(j,k,s22,s23);
	ffjk ff24(j,k,s23,s24);
	ffjk ff25(j,k,s24,s25);
	ffjk ff26(j,k,s25,s26);
	ffjk ff27(j,k,s26,s27);
	ffjk ff28(j,k,s27,s28);
	assign saida1 = s28;
	assign saida2 = s14;
endmodule
module ffjk(j,k,clk,q); 
	input j,k,clk;
	output q;
   reg q;  
   always @ (posedge clk)  
      case ({j,k})  
         2'b00 :  q <= q;  
         2'b01 :  q <= 0;  
         2'b10 :  q <= 1;  
         2'b11 :  q <= ~q;  
      endcase 
endmodule

==> results.yml <==
# flow metrics
run_status:
  outcome: "finished clean"
yosys:
  top_cells_by_area: "edfxtp_1 (73%), a21boi_2 (11%), a21boi_1 (5.9%)"
  ys_ff: 28
  syn_avg_cell_area_sq_um: 18.3
  yosys-stat-cells: 63
  ys_types: 8
  yosys.area.top_type: "edfxtp_1"
  top_cell_area_share: 0.731
  syn_area_sq_um: 1150
  syn-instance-count: 63
  yosys_warnings: 1
  postSynthSeqShare: 0.731
  ys_chip_area_sq_um: 1150
finish:
  syn_to_final_growth_pct: 15.8
  drive_above_1_share: 0.219
  final_area_sq_um: 1330
  fillers: 1140
final_timing:
  holdWs_ns: 0.567
  maxSlewViolCount: 0
  slew_headroom: 0.774
  unclocked_regs: 27
  hold_viol_final: 0
  fmax_mhz: 720
  period_used_share: 0.694
  clock_skew_ns: 0
  setup_tns_ns: 0
  final-setup-viol-count: 0
  period_needed_ns: 1.39
  setup_ws_ns: 0.611
  rsz0062_at_grt: "false"
  tightest_slew_ns: 0.339
  untimed_endpoints: 56
job:
  warning_count: 28
  drv_cap: 0
cts:
  hold_buffers: 0
  ctsResizeCount: 0
  cts_setup_buffers: 0
  clock.latency.late_pin_ns: 0
  clkTransAtPathRegs_ns: 0
place:
  placement.cell_area_sq_um: 1330
  hpwl_microns: 962
  port_buffers: 4
  post-place-ws_ns: 0.605
  place.gp.congestion: 0.695
power_and_ir_drop:
  p_sw_uw: 35.5
  power_density_nw_per_um2: 82.6
  totalPowerFinal_uw: 110
  combinationalPowerShare: 0.549
  p_seq_frac: 0.451
  ir_drop_v: 0.0000420
  leakage_nw: 0.411
  clkPwrFrac: 0
  p_sw_frac: 0.323
  p_int_uw: 74.4
floorplanning:
  initial_core_util: 0.111
  die_y_microns: 123
  die_w_microns: 123
  rows: 37
  coreArea_sq_um: 10300
  io_pins: 5
  dieArea_sq_um: 15100
global_routing:
  grt_usage: 0.0203
  grt_max_degree: 28
  grt_pass1_wl_microns: 2660
  antenna_found_initial: 1
  gr-total-overflow: 0
  first_global_vias: 482
drt:
  ant_nets: 0
  dr.pass1.iters: 3
  drc: 0
  drt_first_iter_violations: 19
  antenna_cells: 0
  viasPerCell: 2.49
  wl_per_cell_microns: 6.99
  via_count: 497
  drt_wl_total_microns: 1400
critical_path:
  cp_top_family: "buffers and inverters"
  crit_arrival_ns: 1.13
  cp-start-kind: "primary input"
  path_class: "in2reg"
  required_ns: 1.74
  end_kind: "register"
  path_buffers: 1
  slowest_stage: "clkdlybuf4s50_1"
  worst_path_largest_cell_delay_ns: 0.46
  path_max_fanout: 4
  cp_cell_sequence: "clkdlybuf4s50_1 > or2_1"
min_path:
  hold_path_class: "reg2reg"
## through the flow
step,utilization,std cells
5_1_grt,0.129,200
3_5_place_dp,0.129,200
3_3_place_gp,0.129,200
4_1_cts,0.129,200
6_report,0.129,200
2_1_floorplan,-,63
## metal layers
layer | up-vias | share of wire | global-route usage
met2 | 7 | 0.38 | 0.0268
met1 | 244 | 0.54 | 0.0332
met4 | 2 | 0 | 0
li1 | 242 | - | -
met3 | 2 | 0.072 | 0.00694
met5 | - | 0.014 | 0
## cell usage after synthesis
cell type,count
edfxtp_1,28
buf_4,1
buf_6,3
a21boi_0,8
buf_2,2
a21boi_2,11
a21boi_1,9
or2_1,1
## cells by family after synthesis
logic type / synth area share
AOI/OAI and AO/OA: 0.219
buffers and inverters: 0.0446
DFF: 0.731
and+or+nand+nor: 0.00544
## layout make-up
cell class | instances | area (sq um) | share of cell area
well taps | 136 | 170 | 0.128
flip-flops and latches | 28 | 841 | 0.632
repair buffers | 7 | 62.6 | 0.0470
multi-input cells | 29 | 258 | 0.194
## final timing paths
check	cells past startpoint	to	slack, ns	start
setup / recovery	2	ff1.q	0.61	j
hold / removal	1	ff1.q	0.57	ff1.q
setup reg to reg	1	ff1.q	1.35	ff1.q
hold reg to reg	1	ff1.q	0.57	ff1.q
## layout by cell type, fill, tap and decap left out
master,instances
buf_4,3
edfxtp_1,28
or2_1,1
a21boi_2,11
a21boi_1,9
clkdlybuf4s50_1,4
a21boi_0,8
## power groups by stage
| stage | Sequential (mW) | Clock [mW] | Combinational [mW] |
|---|---|---|---|
| 6_report | 0.0496 | 0 | 0.0603 |
| 5_1_grt | 0.0500 | 0 | 0.0688 |
| 4_1_cts | 0.0496 | 0 | 0.0617 |
Power figures rest on the tool's default switching activity, not on a simulated workload.
