[flow/design.v]
module decodbebida(X,Y,Z,A,B,a,b,c,d,e,f,g);
input X,Y,Z,A,B;
output a,b,c,d,e,f,g;
wire s1,s2,s3,s4,s5,s6,s7,s8,s9,s10,s11,s12,s13,s14,s15,s16,s17,s18,s19,s20,s22,s23,s24,s25,s26,s27,s28,s29,s30,s31,s32,s33,s34,s35,s36;
and (s1,~X,~Y,Z);
and (s2,~X,Z,~B);
and (s3,Z,~A,~B);
and (s4,X,~A,B);
and (s5,X,Y);
or (a,s1,s2,s3,s4,s5);
and (s6,~X,~Y);
and (s7,~Y,~Z,A);
and (s8,A,B);
and (s9,~X,Z,A);
and (s10,X,Y);
or (b,s6,s7,s8,s9,s10);
and (s11,~X,~Y); 
and (s12,~Y,A);
and (s13,A,B);
and (s14,Z,A);
and (s15,X,Y);
or (c,s11,s12,s13,s14,s15);
and (s16,~X,~Y,Z);
and (s17,~Y,Z,~B);
and (s18,Z,~A,~B);
and (s19,Y,~Z,A,~B);
and (s20,X,~A,B);
and (s21,X,Y);
or (d,s16,s17,s18,s19,s20,s21);
and (s22,~X,~Y,Z);
and (s23,Z,~A,~B);
and (s24,X,~A,B);
and (s25,X,Y);
or (e,s22,s23,s24,s25);
and (s26,~X,~Y,Z);
and (s27,Z,~A,~B);
and (s28,X,~A,B);
and (s29,X,Y);
or (f,s26,s27,s28,s29);
and (s30,~X,Z);
and (s31,Y,~A); 
and (s32,Y,B);
and (s33,X,~Z);
and (s34,X,~A);
and (s35,X,B);
and (s36,X,Y);
or (g,s30,s31,s32,s33,s34,s35,s36);
endmodule
[flow/run.sh]
#!/bin/bash
# OpenROAD 26Q1-2900-gdf79404cd8, Yosys 0.63+post, stock flow scripts
make -C /OpenROAD-flow-scripts/flow DESIGN_CONFIG=/design/flow/config.mk WORK_HOME=/design/flow/orfs finish
[flow/config.mk]
export PLATFORM = sky130hd
export DESIGN_NAME = decodbebida
export DESIGN_NICKNAME = decodbebida
export VERILOG_FILES = /design/flow/design.v
export SDC_FILE = /design/flow/constraint.sdc
export NUM_CORES = 4
export LEC_CHECK = 1
export CORE_AREA = 10 10 70 70
export DIE_AREA = 0 0 80 80
[flow/constraint.sdc]
current_design decodbebida

set clk_period 1.2
set clk_io_pct 0.2

create_clock -name clk0 -period $clk_period

set non_clock_inputs [all_inputs -no_clocks]
set_input_delay [expr $clk_period * $clk_io_pct] -clock clk0 $non_clock_inputs
set_output_delay [expr $clk_period * $clk_io_pct] -clock clk0 [all_outputs]
==> flow_summary_export.csv <==
group,metric,value,unit
power,p_total,130.8,µW
grt,track_usage,0.02332,
setup_path,crit_arrival,0.90,ns
routing,drc_errors,0,
setup_path,cp_max_fo,9,
routing,dr.pass1.iters,2,
sta,setup_viol,0,
synth,synth_warnings,1,
synth,yosys.stat.seqShare,0,
power,ir_drop,44.44,µV
routing,ant_nets,0,
sta,setup-tns-final,0,ns
synth,largest_area_cell,"o21ai_1",
die,coreArea,3416,µm²
cells_and_area,fin_area,411.6,µm²
place,dpl.cell_count,88,
place,routabilityCongestion,0.6239,
sta,max_clock_freq,875.6,MHz
cells_and_area,nClkBuffers,0,
sta,layout_setup_ws,0.05789,ns
place,placed_area,356.6,µm²
setup_path,worst_ep_required_time,0.96,ns
routing,via_per_inst,2.955,
routing,wl,754,µm
setup_path,critPathLaunch,"B",
synth,ys_top_cells_by_count,"o21ai_1, a21oi_1, nand2b_1, nor2_1",
grt,grt_start_max_net_pins,10,
routing,antennaDiodeCount,0,
synth,most_common_cell,"o21ai_1",
sta,hold_viol_final,0,
run,warnings,33,
synth,top_area_frac,0.1151,
cells_and_area,final_layout_size_suffix_gt1_frac,0.5814,
clocking,cts_hold_buf,0,
place,io_buffers,12,
place,place_ws,-0.7942,ns
sta,fin_worst_hold_slack,0.7761,ns
synth,ys_types,16,
routing,wire_per_inst,8.472,µm
worst_hold_path,worstHoldPathType,"in -> out",
power,p_leak,0.1600,nW
die,ios,12,
routing,drt_iter0_markers,18,
cells_and_area,fin_cells,89,
synth,netlist_area,173.9,µm²
die,die_h,80,µm
die,fp-row-count,21,
synth,synthCells,30,
setup_path,critical_path_class,"in -> out",
cells_and_area,final_util,0.1205,
grt,grt_antenna_before_repair,0,
cells_and_area,seq_cells,0,
routing,vias,263,
sta,period_minus_slack,1.142,ns
power,powerDensity,317.6,nW/µm²
sta,period_used_share,0.9518,
run,max_cap_violations,0,
sta,worstMarginPinSlew,0.1534,ns
cells_and_area,syn2layout_area_growth,136.7,%
sta,slew_viol_final,0,
die,initCoreUtil,0.05092,
synth,syn_area_per_cell,5.797,µm²
setup_path,endpoint_kind,"output pin",
grt,grt_pass1_wl,1276,µm
cells_and_area,regArea,0,µm²
grt,grt_pass1_vias,259,
die,die_x,80,µm
die,chip_area,6400,µm²
synth,area_leaders,"o21ai_1, nand2b_1, a21oi_1, buf_4, a211oi_2",
run_status,status,"finished, final reports clean",
sta,relSlewSlack,0.8970,
setup_path,endpoint,"b",
synth,ys_cells,30,
grt,gr-total-overflow,0,
setup_path,start_kind,"input pin",
synth,ys_area,173.9,µm²
layout by cell type, fill, tap and decap left out, drive strengths merged:
master          n
o22ai           1
nand2b          3
nor2            3
nor3b           1
o21ai           4
a31oi           2
buf            12
nand2           2
clkbuf          1
dlygate4sd2     1
a21boi          1
o22a            1
inv             1
a211oi          1
a21oi           3
clkdlybuf4s15   3
nand3           1
nor2b           2
layer usage:
metal,global-route usage,wire (µm)
met5,0,0
met4,0,0
met3,0.006818,48
met2,0.03451,324
met1,0.03428,382
worst max-delay path: stages:
cell and delay, ns:
buf_6 0.12, nand2b_4 0.13, a21oi_2 0.04, a31oi_1 0.14, dlygate4sd2_1 0.23
area by class of cell:
type                            count  area [µm²]
Tap cell                           46       57.56
Inverter                            1       3.754
Fill cell                         401        3004
Multi-Input combinational cell     25       202.7
Timing Repair Buffer               17       147.6
logic make-up (layout without fill, tap and decap cells):
group / Yosys count / after routing / share of synthesized area
AOI/OAI and AO/OA: 13 / 13 / 0.4748
buffers and inverters: 5 / 18 / 0.1654
and+or+nand+nor: 12 / 12 / 0.3597
what timing repair did:
action,CTS,global route
pin swaps,3,3
buffers inserted,1,0
setup endpoints to repair,7,5
resized,54,9
power by group:
| part | switching (mW) | total [mW] | internal (mW) |
|---|---|---|---|
| logic | 0.0544 | 0.131 | 0.0764 |
| registers | 0 | 0 | 0 |
| clock network | 0 | 0 | 0 |
worst min-delay path by stage:
stage | slack (ns) | cells past startpoint | startpoint | endpoint
4_1_cts | 0.86 | 3 | Z | g
5_1_grt | 0.81 | 3 | Z | g
6_report | 0.78 | 3 | Z | g
Power and IR drop assume default switching activity.
