File: flow/design.v
module ffd(d,q,clk);
input d,clk;
  output reg q;
  always @(posedge clk)begin
      q = d;
  end
endmodule
module maq2(clk,e,b1,b0,v1,v0,x,y,z,e0,e1,ativacao_maq3);
	input e,b0,b1,v0,v1,clk;
	output x,y,z,e0,e1, ativacao_maq3;
	wire s1,s2,s3,s4,s5,s6,s7,s8,s9,s10,s11,s12,s13,s14
	,s15,s16,s17,s18,s19,s20,s21,s22,s23,s24,s25,s26,sf1,sf2,s99;
	and (s1,~e0,~b1,~b0,~v1,~v0);
	and (s2,~e0,~b1,b0,~v1,v0);
	and (s3,~e0,b1,~b0,v1,~v0);
	and (s4,~e0,b1,b0,v1,v0);
	and (s5, e1,~e0);
	or (sf1,s1,s2,s3,s4,s5,~e);
	ffd instancia1(sf1,e1,clk);
	and (s6,~e1,~b0,v0);
	and (s7,~e1,~b1,v1);
	and (s8,~e1,b0,~v0);
	and (s9,~e1,b1,~v1);
	or (sf2, s6,s7,s8,s9,~e);
	ffd instancia2(sf2,e0,clk);
	and (s10,~e0,e,b1,~b0,b1,v1,~v0);
	and (s11,~e0,e,b1,b0,v1,v0);
	and (s12,e1,~e0);
	and (s13,e1,~e);
	or (x,s10,s11,s12,s13);
	and (s14,~e0,e,~b1,~b0,~v1,~v0);
	and (s15,e1,~e0);
	and (s16,e1,~e);
	and (s99,~e0,e,~b1,b0,~v1,v0);
	or (y,s14,s15,s16,s99);
	and (s17,~e1,~e);
	and (s18,~e1,~e0,v0);
	and (s19,~e1,~e0,~b1,v1);
	and (s20,~e1,~e0,b0);
	and (s21,~e1,~b1,b0,~v1,v0);
	and (s22,~e1,~e0,b1,~v1);
	and (s23,~e1,b1,b0,v1,v0);
	and (s24,e0,~b1,~b0,~v1,~v0);
	and (s25,e0,b1,~b0,v1,~v0);
	and (s26,e1,e0);
	or(z,s17,s18,s19,s20,s21,s22,s23,s24,s25,s26);
	and(ativacao_maq3, x, y, ~z);
endmodule
File: flow/run.sh
#!/bin/bash
# OpenROAD 26Q1-2900-gdf79404cd8, Yosys 0.63+post, stock flow scripts
make -C /OpenROAD-flow-scripts/flow DESIGN_CONFIG=/design/flow/config.mk WORK_HOME=/design/flow/orfs finish
File: flow/config.mk
export PLATFORM = sky130hd
export DESIGN_NAME = maq2
export DESIGN_NICKNAME = maq2
export VERILOG_FILES = /design/flow/design.v
export SDC_FILE = /design/flow/constraint.sdc
export NUM_CORES = 4
export LEC_CHECK = 1
export CORE_AREA = 10 10 70 70
export DIE_AREA = 0 0 80 80
File: flow/constraint.sdc
current_design maq2

set clk_period 1.1
set clk_io_pct 0.2

create_clock -name clk0 -period $clk_period [get_ports {clk}]

set non_clock_inputs [all_inputs -no_clocks]
set_input_delay [expr $clk_period * $clk_io_pct] -clock clk0 $non_clock_inputs
set_output_delay [expr $clk_period * $clk_io_pct] -clock clk0 [all_outputs]
==> run notes <==
The flow run is done. Area share of the largest cell type after synthesis landed at between 20% and 30%. Hold analysis lists the worst path endpoint as instancia2.q. Per the timing report, the biggest fanout along the worst path comes to 3. The synthesized netlist contains 14 unique library cells. The timing report shows that the slowest cell on the worst path is dfxtp_2. Number of global-route vias before repair landed at 265. Summing over the stages, the warning tally comes to 27. The report lists the number of standard-cell rows as 21.

Detailed placement finished with a half-perimeter wire length of about 570 um. The number of antenna violations at the first check in global routing is 0. The CTS report gives the tree buffer count as 3.

At the later pin of the worst-skew pair, clock insertion delay measures around 0.23 ns. The detailed router finished its first iteration with 2 violations. Instance count of the mapped netlist landed at 20. Global route total overflow landed at 0.

A synthesized cell averages 8.13 sq um. The analysis reports a worst IR drop on VDD of around 620 uV. The critical path goes through nor2b_4 > a32o_1 > a221oi_2 > buf_2. Checking hold timing, the worst path is listed with class in2reg. As logged by OpenROAD, the buffers inserted on ports number 11. Total cell area reported by yosys after synthesis landed at 163 sq um.

STA classifies the critical path startpoint as a flip-flop. Net switching component of the power landed at 0.128 mW. The number of antenna diodes in the final layout is 0.

Looking at the max-slew report, the worst-margin pin has a slew of about 0.28 ns. In this run the horizontal extent of the chip is approximately 80 um. Entering global routing, the biggest net connects 8 pins. Effective utilization at floorplan landed at about 4.8%. Final weighted congestion in routability-driven placement landed at 0.751.

Worst-case headroom to the max-slew limit landed at 80.9%. Counting flops with a built-in enable in the synthesized netlist gives 0. Non-filler instance count after layout landed at roughly 89.

The worst setup path is captured at a primary output. Looking at the clock tree report, the H-tree level count equals 1. Looking at area per cell type in the netlist, the leader is dfxtp_1.

For the final database, setup skew stands at 0.00670 ns. STA shows the worst reg2reg path with a cell count of 4. Number of ports placed on the die boundary landed at 12. Once detail routing completed, the nets flagged for antenna violations numbered 0. The first global-routing pass estimated 1290 um of wire. The timing report lists the critical path depth as 4 cells. Number of placed cells counting well taps landed at 84. The chip occupies 0.00640 sq mm. Per the timing report, the most critical flop-to-flop path finishes at instancia1.q. The run finished, with violations left. Die height landed at ~80 um. Power density over cell area landed at between 900 and 1000 mW/mm^2. Number of setup violations in the final report landed at 5. Sequential fraction of the synthesis area landed at 24.6%. The power report shows net switching accounting for about 30% of the total. The checks that failed: setup timing. Looking at the worst setup and hold paths, the clock pins of their registers show a slew of roughly 0.030 ns. TritonCTS built the clock tree. Final number of max-transition violations landed at 0. For the completed layout, the total cell area is recorded as around 460 sq um.

Total number of vias landed at between 200 and 250. Hold violation count in the final report landed at 0. Post-synth the commonest register cell is dfxtp_1. The largest single stage delay on the critical path is between 0.3 and 0.4 ns. In this run the standard cell core region covers between 0.003 and 0.004 sq mm. The cell family contributing the most delay on the critical path is AND-OR/OR-AND gates. In the post-route report, total wirelength is listed as approximately 800 um.

The leakage component of the power was reported as between 0.15 and 0.2 nW. Together, buffers and inverters on the worst path number 1. Leaving out fill and tap cells, the most frequent cell in the layout is buf_4.

Counting flops with an async set or reset pin after synthesis yields a share of 0%. Looking at the power breakdown, the clock network takes between 30% and 40% of the total. The root buffer cell chosen for the clock tree is clkbuf_4. Clock tree synthesis found a total of 2 sinks.

Maximum clock rate landed at 669 MHz. The post-CTS hold buffer count recorded in the log is 0. Tally of filler cells in the layout landed at around 400. The library cells used most frequently in the layout, excluding fill and tap cells, are buf_4, buf_2, clkbuf_4, buf_6. The DRC violation total left in the routed layout is recorded as 0. The main area contributors are dfxtp_1, xnor2_1, a21oi_1, a221oi_2, nor2b_1. Per the detail_route report, routed wire per instance is approximately 9.1 um. Layout cell share with drive strength beyond 1 landed at approximately 70%. Part of the total power dissipated in sequential elements landed at between 20% and 30%. Maximum buffer depth of the clock tree landed at 2.

For the worst min-delay path, the startpoint reported by OpenROAD is e. Looking at the setup timing report, the critical path kind is reg2out. Cell depth of the worst min-delay path landed at 3. Compared with the post-synthesis result, the final layout area differs by 182%. Clock period minus worst slack landed at about 1.5 ns.

Via density per instance landed at 2.74. The synth_stat.txt file lists the number of cells as 20. The warning tally printed by Yosys for this design is 1. Combined global-route utilization of all metal layers landed at 2.64%.

In this run the register-to-register setup slack is approximately 0.13 ns. Critical path arrival landed at about 1.3 ns. Share of the clock period used by the worst path after layout landed at 136%. Final critical-path setup slack landed at -0.395 ns. Number of detailed-route iterations in the first pass landed at 2.

STA lists the startpoint of the worst register-to-register path as instancia1.q. Setup repair after global routing could not meet its margin everywhere. Post-synthesis instance area landed at 163 sq um. Number of synthesized register bits landed at 2. Cell area after placement landed at roughly 380 sq um. Across the run, the number of max-cap violations was 0. Required time of the worst setup path landed at around 0.88 ns. Share of total power in combinational logic landed at around two fifths. In the power breakdown, the internal column shows roughly 0.31 mW.
[metal layers]
metal,vias up,share of wire (%),GRT usage (%)
li1,124,-,-
met1,107,52,3.85
met2,13,35,2.73
met3,0,13,2.27
met4,0,0,0.352
met5,-,0,0
[worst min-delay path, cell delays in order]
cell and delay, ns:
dlygate4sd2_1 0.22, buf_6 0.14, nand2b_1 0.06
[logic make-up (layout without fill, tap and decap cells)]
group,Yosys count,in the layout,share of synthesized area [%]
AND-OR/OR-AND,9,9,40.0
AND/OR/NAND/NOR,6,6,22.3
XOR/XNOR,2,2,10.8
flip-flops,2,2,24.6
buffers and inverters,1,24,2.31
[Yosys cell counts (2+ instances only)]
cell type and count:
a21oi_1 3, dfxtp_1 2, nor2b_1 2, o21ai_0 2, xnor2_1 2
[power groups by stage]
stage         Sequential (mW)  Combinational, mW  Clock, mW
CTS                    0.0891              0.156      0.178
global route           0.0902              0.190      0.189
finish                 0.0892              0.174      0.171
[sequential cells by signal, indices dropped and copies added, names as in the netlist]
name,flops
instancia1.q,1
instancia2.q,1
[how the worst max path moves through the flow]
stage | start | endpoint | slack, ns
4_1_cts | instancia2.q | z | -0.44
5_1_grt | instancia2.q | z | -0.45
6_report | instancia2.q | z | -0.40
[metrics by stage]
| step | total power, mW | TNS [ns] | setup slack (ns) | hold slack (ns) | util [%] |
|---|---|---|---|---|---|
| after floorplan | 0.129 | 0 | 0.00967 | 0.293 | - |
| after global placement | 0.240 | -3.66 | -0.967 | 0.581 | 11.2 |
| after detailed placement | 0.240 | -3.67 | -0.983 | 0.584 | 11.2 |
| after CTS | 0.423 | -1.19 | -0.443 | 0.427 | 12.7 |
| after global routing | 0.469 | -1.51 | -0.451 | 0.470 | 13.4 |
| final | 0.434 | -1.24 | -0.395 | 0.455 | 13.4 |
[what timing repair did]
item / in CTS / in global routing
gates resized: 32 / 8
pin swaps: 4 / 2
endpoints found under the setup margin: 8 / 6
buffers inserted: 1 / 1
[cell type report]
| cell class | count | area, sq um | share of cell area, % |
|---|---|---|---|
| repair buffers | 20 | 151 | 33.1 |
| multi-input cells | 17 | 178 | 38.8 |
| clock buffers | 3 | 22.5 | 4.92 |
| inverters | 1 | 3.75 | 0.820 |
| well taps | 46 | 57.6 | 12.6 |
| flip-flops and latches | 2 | 45.0 | 9.84 |
Power is estimated from default activity; no workload was simulated.
